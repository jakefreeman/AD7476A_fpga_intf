[design/flow/run.sh]
#!/bin/bash
# OpenROAD 26Q1-2900-gdf79404cd8, Yosys 0.63+post, stock flow scripts
make -C /OpenROAD-flow-scripts/flow DESIGN_CONFIG=/design/flow/config.mk WORK_HOME=/design/flow/orfs finish
[design/flow/config.mk]
export PLATFORM = sky130hd
export DESIGN_NAME = AD7476A
export DESIGN_NICKNAME = AD7476A
export VERILOG_FILES = /design/flow/design.v
export SDC_FILE = /design/flow/constraint.sdc
export NUM_CORES = 4
export LEC_CHECK = 1
export CORE_UTILIZATION = 40
[design/flow/constraint.sdc]
current_design AD7476A

set clk_period 3.7
set clk_io_pct 0.2

create_clock -name clk0 -period $clk_period [get_ports {Clk}]

set non_clock_inputs [all_inputs -no_clocks]
set_input_delay [expr $clk_period * $clk_io_pct] -clock clk0 $non_clock_inputs
set_output_delay [expr $clk_period * $clk_io_pct] -clock clk0 [all_outputs]
[design/flow/design.v]
`timescale 1ns / 1ps
module AD7476A #(
  CLK_DIVISOR = 122  
)(
  input             Clk  ,
  input             Miso ,
  output            Ss   ,
  output            Sck  ,
  output reg [11:0] Data ,
  output reg        Valid
);
localparam CNT_WIDTH = $clog2(CLK_DIVISOR);
logic [CNT_WIDTH-1:0] clk_cnt        = '0;
logic [5:0]           serial_clk_cnt = '0;
logic                 serial_clock       ;
logic [11:0]          data               ;
logic                 ss                 ;
always @(posedge Clk) begin
  ss <= Ss;
  if(clk_cnt == CLK_DIVISOR) begin
    clk_cnt <= '0;
  end else begin
    clk_cnt <= clk_cnt + 1;
  end
  if(clk_cnt == '0) begin
    if(serial_clk_cnt == 5'h10) begin
      serial_clk_cnt <= 5'h00;
    end else begin
      serial_clk_cnt <= serial_clk_cnt + 1;
    end
    serial_clock <= 1'b1;
  end else if(clk_cnt == (CLK_DIVISOR/2)) begin
    serial_clock <= 1'b0;
  end else begin
    serial_clock <= serial_clock;
  end
  if(Ss) begin
    Data <= data;
  end else begin
    Data  <= Data;
  end
  if(ss==1'b0 && Ss == 1'b1) begin  
    Valid <= 1'b1;
  end else begin
    Valid <= 1'b0;
  end
  case(serial_clk_cnt)
    5: data[11] <= Miso;
    6: data[10] <= Miso;
    7: data[9]  <= Miso;
    8: data[8]  <= Miso;
    9: data[7]  <= Miso;
    10: data[6] <= Miso;
    11: data[5] <= Miso;
    12: data[4] <= Miso;
    13: data[3] <= Miso;
    14: data[2] <= Miso;
    15: data[1] <= Miso;
    16: data[0] <= Miso;
    default: data <= data;
  endcase
end
assign Ss = (serial_clk_cnt == '0) ? 1'b1 : 1'b0;
assign Sck = serial_clock;
endmodule
==> metrics.cfg <==
[global_routing]
grt_max_degree = 13
antenna_found_initial = 0
grt_pass1_vias = 799
grt_pass1_wl_microns = 3550
grt_busiest_layer = met2
grt_use_met1_pct = 16.2
grt_util_met2_pct = 18.8
met3_usage_pct = 3.70
track_usage_pct = 11.6
gr-total-overflow = 0

[logic_synthesis]
top_area_cell = edfxtp_1
async_flop_share_pct = 0
syn-cell-area_sq_um = 1600
ys_top_cells_by_area = edfxtp_1 56%, dfxtp_1 12%, ha_1 6.2%
yosys_warnings = 1
ys_types = 28
avgSynthCellArea_sq_um = 13.7
syn-instance-count = 117
edf_count = 30
yosys_area_sq_um = 1600
yosys-stat-cells = 117
ff_type = edfxtp_1
ys_ff = 40
postSynthSeqShare_pct = 68.6
synth_top_area_share_pct = 56.2

[run_status]
run_status = complete, no violations

[timing]
tightest_slew_ps = 805
maxSlewHeadroom_pct = 45.8
min_period_ps = 2600
rsz0062_at_grt = false
skew_ps = 5.28
period_used_pct = 70.4
max_freq_mhz = 384
drv_slew = 0
fin_tns_setup_ps = 0
timing.hold.ws_ps = 396
setup_viol = 0
finalHoldViolCount = 0

[routing]
dr_total_vias = 876
via_per_inst = 4.66
route.detailed.drc = 0
first_iter_violations = 10
drtPass1Iterations = 4
ant_nets = 0
wl_microns = 2090
antenna-diode-count = 0
wl_per_cell_microns = 11.1

[critical_path]
slowest_stage = edfxtp_1
path_buffers = 1
worst_ep_arrival_time_ps = 1860
cp_cell_sequence = nor3_1 > nor2b_1 > clkdlybuf4s50_1
start_kind = register
cp-end-kind = output port
worst-path-max-fanout = 7
critPathMaxStageDelay_ps = 480
crit_family = simple AND/OR/NAND/NOR gates
required_ps = 2960
worstSetupPathType = register to output port

[clocking]
clock-root-buffer = clkbuf_8
cts.reportedPaths.clkPinSlew_ps = 70
cts_resized = 0
htree_levels = 2
cts_tree = done
cts_setup_buffers = 0
numCtsBuffers = 5
clock-sinks = 40
max-clock-path-buffers = 2
clk_latency_ps = 280
hold_buffers = 0

[floorplan]
rows = 22
fp_util_pct = 42.8
dieHeight_microns = 65.3
fp.dieW_microns = 65.3
dieArea_sq_um = 4270
core_area_sq_um = 3740
ios = 17

[finish]
utilization_pct = 51.6
design_area_sq_um = 1930
area_growth_pct = 20.4
drive_gt1_share_pct = 7.14

[min_path]
hp-class = register to register

[placement]
dp_hpwl_microns = 1450
numPortBuffers = 16
place_congestion = 0.795
dpl_cell_area_sq_um = 1820

[power_and_ir_drop]
p_leak_nw = 0.720
peakVddDrop_uv = 277
power.density_nw_per_um2 = 425

[flow_run]
warnings = 31
cap_violations = 0

[worst paths after layout]
check,slack [ps],to,cells after the start,from
hold reg to reg,400,Valid,1,ss
hold / removal,400,Valid,1,ss
setup reg to reg,1880,serial_clk_cnt[5],4,clk_cnt[0]
setup / recovery,1100,Ss,3,serial_clk_cnt[3]
[sequential cells by signal, indices dropped and copies added (netlist names)]
signal and flops:
data 12, serial_clk_cnt 6, ss 1, Valid 1, Data 12, serial_clock 1, clk_cnt 7
[worst register-to-register path: stages, from the launching register on]
cell	delay, ps
dfxtp_1	370
inv_1	100
ha_1	140
or4b_1	450
nor3_2	410
[cell usage after synthesis (2+ instances only)]
master and count:
nand3_1 6, xnor2_1 3, inv_1 5, nand2b_1 2, xor2_1 4, dfxtp_1 10, and3_1 7, and2_1 3
nand2_1 7, nor2b_1 5, edfxtp_1 30, ha_1 8, nor2_1 11, o21ai_0 2
[layer usage]
layer / share of wire, % / vias up
met5: 0 / -
met4: 0.96 / 0
met3: 5.1 / 2
met2: 49 / 25
met1: 45 / 391
li1: - / 458
[through the flow]
stage	power, W	instances	worst slack [ps]
after floorplan	0.000488	117	1900
after CTS	0.000831	188	1080
after global routing	0.000854	188	849
after detailed placement	0.000490	180	1390
final	0.000820	188	1100
after global placement	0.000490	180	1440
[power by group]
| part | switching (W) | internal, W | total [W] |
|---|---|---|---|
| Sequential | 0 | 0.000477 | 0.000477 |
| Combinational | 0.00000144 | 0.000000936 | 0.00000237 |
| Clock | 0.000140 | 0.000200 | 0.000340 |
| Total | 0.000141 | 0.000678 | 0.000820 |
[kinds of logic after synthesis]
group | after synthesis | synth area share (%)
adder cells (fa/ha/maj) | 8 | 6.24
AND-OR/OR-AND | 6 | 2.50
buffers and inverters | 7 | 1.72
XOR/XNOR | 7 | 3.82
AND/OR/NAND/NOR | 49 | 17.1
flip-flops | 40 | 68.6
[layout make-up]
type	instances	area (sq um)
multi-input combinational	70	475
clock buffer	6	72.6
tap	48	60.1
timing repair buffer	17	168
inverter	5	18.8
fill	327	1810
clock inverter	2	35.0
sequential	40	1100
[placed cells by master, fill, tap and decap left out, types with 2 or more instances in the layout]
| cell type | instances |
|---|---|
| nor2_1 | 11 |
| and2_1 | 3 |
| edfxtp_1 | 30 |
| clkdlybuf4s50_1 | 16 |
| inv_1 | 5 |
| ha_1 | 8 |
| nand2b_1 | 2 |
| o21ai_0 | 2 |
| dfxtp_1 | 10 |
| nand3_1 | 6 |
| nand2_1 | 7 |
| nor2b_1 | 5 |
| xor2_1 | 4 |
| xnor2_1 | 3 |
| clkbuf_8 | 5 |
| and3_1 | 7 |
No activity file was given, so power comes from the tool's default toggle rates.
