===== design/flow/design.v =====
`timescale 1ns / 1ps
module audio_pwm(
  input Clk,
  input Valid,
  input [11:0] Data,
  output Pwm_out
);
localparam CNT_WIDTH = $clog2(122*17);
localparam CNT_LIM   = 122*17;
logic [CNT_WIDTH-1:0] count = '0;
logic                 pwm       ;
always @(posedge Clk) begin
  if(Valid) begin
    count <= '0;
    pwm   <= '0;
  end else begin
    count <= count + 1;
    if(count <= (Data>>1) && count > 0) begin
      pwm <= 1'b1;
    end else begin
      pwm <= 1'b0;
    end
  end
end  
assign Pwm_out = pwm;
endmodule

===== design/flow/run.sh =====
#!/bin/bash
# OpenROAD 26Q1-2900-gdf79404cd8, Yosys 0.63+post, stock flow scripts
make -C /OpenROAD-flow-scripts/flow DESIGN_CONFIG=/design/flow/config.mk WORK_HOME=/design/flow/orfs finish

===== design/flow/config.mk =====
export PLATFORM = sky130hd
export DESIGN_NAME = audio_pwm
export DESIGN_NICKNAME = audio_pwm
export VERILOG_FILES = /design/flow/design.v
export SDC_FILE = /design/flow/constraint.sdc
export NUM_CORES = 4
export LEC_CHECK = 1
export CORE_AREA = 10 10 74 74
export DIE_AREA = 0 0 84 84

===== design/flow/constraint.sdc =====
current_design audio_pwm

set clk_period 2.0
set clk_io_pct 0.2

create_clock -name clk0 -period $clk_period [get_ports {Clk}]

set non_clock_inputs [all_inputs -no_clocks]
set_input_delay [expr $clk_period * $clk_io_pct] -clock clk0 $non_clock_inputs
set_output_delay [expr $clk_period * $clk_io_pct] -clock clk0 [all_outputs]

==> summary.txt <==
maximum VDD drop -> 151.1 uV
Placeable Area -> 3971 sq um
Seq/Total Area, Yosys -> 0.3161
Relative slew margins -> 0.6883
Clk pwr share -> 0.392
n_diodes -> 0
port buffer count -> 13
Final ANT Viol Nets -> 0
Max FO, Critical Path -> 2
first-pass GRT wire length -> 2967 microns
Fin. Hold Viols -> 0
Pwr Density -> 547.2 nW/um^2
Insertion Delay late pin -> 240 ps
Fillers -> 412
clock sink count -> 13
Die X-Extent -> 84 microns
area post-placement -> 1012 sq um
critical path class -> in2reg
ys flops -> 13
Layout area overhead -> 29.03%
vias in the first global route -> 708
Clock transition at path regs -> 50 ps
top cells by area, synth -> dfxtp_1, ha_1, xor2_1, inv_1, nor2_1
drt total wl -> 1629 microns
Leak -> 0.4687 nW
pre-CTS setup slack -> -94.40 ps
CTS buffer count -> 3
outcome -> finished, final reports clean
starting density of the core -> 0.2073
Final Critical Period -> 1832 ps
Tightest Pin Transition -> 466.1 ps
Max Freq -> 545.8 MHz
unrepaired setup endpoints after global routing -> no
YS warnings -> 1
distinct lib cells -> 28
post-route cell area -> 1062 sq um
Syn Area/Cell -> 8.758 sq um
worst path required time -> 2150 ps
Iteration-0 DRC Markers -> 36
CTS Buffer Depth -> 2
H-tree depth -> 1
# Post-CTS Setup Buffers -> 0
Worst Hold Class -> reg2reg
IO Count -> 15
Via density -> 4.168
die footprint -> 7056 sq um
GR Util All Layers -> 0.04754
sw frac -> 0.2165
# DRC -> 0
max cap viols -> 0
CP Launch Type -> input pin
tool warnings -> 27
via count -> 671
placed cells -> 157
CP endpoint kind -> register
initial antenna violation count -> 0
part of the power in registers -> 0.473
total power -> 0.0005813 W
largest net degree at the start of global routing -> 14
Worst EP arrival -> 1980 ps
logic gate share of total power -> 0.135
FF+latch area -> 260.3 sq um
WL/cell -> 10.12 microns
Comb area -> 511.7 sq um
number of standard cells reported by yosys -> 94
half-perimeter wire length after placement -> 1275 microns
Chip Area, Yosys -> 823.3 sq um
Finished Layout Cells -> 161
setup ws final -> 167.7 ps
worst clock skew -> 2.263 ps
Final Max Tran Viols -> 0
Placer Congestion -> 0.7652
Max-area cell share -> 0.3161
endpoints failing setup -> 0
drt pass-1 iters -> 3
Tcrit/Tclk final -> 0.9162
grt ovf -> 0
clock tree from TritonCTS -> done
mapped cell area -> 823.3 sq um
layout cells sized above 1 -> 0.06306
Net Switching -> 0.0001259 W
internal power component -> 0.0004554 W
Rows -> 23
area leader, netlist -> dfxtp_1
root buf cell -> clkbuf_8
height of the die -> 84 microns
Synth Instances -> 94
==> metal layers <==
layer,vias to the layer above,share of wire,GRT usage
li1,358,-,-
met1,303,0.48,0.06148
met2,8,0.46,0.07526
met3,2,0.051,0.01673
met4,0,0.0055,0.007610
met5,-,0,0
==> path summary, 6_finish.rpt <==
path                                from       end  slack, ps  cells after the start
worst min-delay path            count[0]  count[0]        480                      1
worst min register to register  count[0]  count[0]        480                      1
worst max register to register  count[9]       pwm        460                      5
worst max-delay path            Data[10]       pwm        170                      7
==> metrics by stage <==
step           utilization  hold slack (ps)  setup TNS, ps
2_1_floorplan            -            440.9              0
3_3_place_gp        0.2549            459.2         -66.29
3_5_place_dp        0.2549            472.2         -94.40
4_1_cts             0.2662            486.8              0
5_1_grt             0.2675            545.5              0
6_report            0.2675            484.9              0
==> flip-flops by register name, summed over array words and instances (netlist names) <==
signal and flops:
count 12, pwm 1
==> critical path, cell delays in order <==
cell             delay (ps)
clkdlybuf4s50_1         450
inv_1                    40
ha_1                    300
a21o_1                  180
a211oi_1                250
a31oi_1                 120
a311oi_1                230
==> placed cells by master (no fill, tap or decap), types with 2 or more instances in the layout <==
cell and count:
a21oi_1 2, clkbuf_8 3, clkdlybuf4s50_1 13, dfxtp_1 13
ha_1 13, inv_1 12, nand2_1 3, nand3_1 6
nand4_1 2, nor2_1 12, nor2b_1 2, nor3_1 2
o21ai_0 2, xnor2_1 3, xor2_1 6
==> power by group through the flow <==
stage         combinational, W  sequential, W  clock [W]
finish               0.0000785       0.000275   0.000228
global route         0.0000893       0.000276   0.000248
CTS                  0.0000797       0.000275   0.000235
==> synthesized netlist by cell type <==
library cell / instances
nand3_1: 6
a31oi_1: 1
o211ai_1: 1
nor2b_1: 2
nor3_4: 1
nand2_1: 3
a311oi_1: 1
nand3_2: 1
buf_6: 1
and3_1: 1
nor2_1: 12
nand4b_1: 1
nor3_1: 2
nand4_1: 2
ha_1: 13
or3_1: 1
o21bai_1: 1
a21o_1: 1
a211oi_1: 2
a211o_1: 1
xor2_1: 6
o21ai_0: 2
inv_1: 12
xnor2_1: 3
dfxtp_1: 13
nor4b_1: 1
nor4_1: 1
a21oi_1: 2
==> repair_timing <==
| action | in CTS | in global routing |
|---|---|---|
| endpoints found under the setup margin | 0 | 1 |
| resized | 0 | 1 |
| hold buffers | 0 | 0 |
==> final cells by class <==
cell class                 count  area share
sequential                    13      0.2450
timing repair buffer          14      0.1296
tap                           50     0.05889
clock buffer                   4     0.04240
multi-input combinational     68      0.4817
inverter                      12     0.04240
==> kinds of logic (layout without fill, tap and decap cells) <==
group                      after synthesis  after routing  share of synthesized area
and+or+nand+nor                         34             34                     0.2234
adders and majority gates               13             13                     0.1976
DFF                                     13             13                     0.3161
buffers and inverters                   13             30                    0.06838
AOI/OAI and AO/OA                       12             12                    0.09880
xor gates and xnor gates                 9              9                    0.09575
Power figures rest on the tool's default switching activity, not on a simulated workload.
